$ cat /design/flow/config.mk
export PLATFORM = sky130hd
export DESIGN_NAME = bridge_rtl
export DESIGN_NICKNAME = bridge_rtl
export VERILOG_FILES = /design/flow/design.v
export SDC_FILE = /design/flow/constraint.sdc
export NUM_CORES = 4
export LEC_CHECK = 1
export CORE_UTILIZATION = 30
$ cat /design/flow/run.sh
#!/bin/bash
# OpenROAD 26Q1-2900-gdf79404cd8, Yosys 0.63+post, stock flow scripts
make -C /OpenROAD-flow-scripts/flow DESIGN_CONFIG=/design/flow/config.mk WORK_HOME=/design/flow/orfs finish
$ cat /design/flow/constraint.sdc
current_design bridge_rtl

set clk_period 2.7
set clk_io_pct 0.2

create_clock -name clk0 -period $clk_period [get_ports {hclk}]

set non_clock_inputs [all_inputs -no_clocks]
set_input_delay [expr $clk_period * $clk_io_pct] -clock clk0 $non_clock_inputs
set_output_delay [expr $clk_period * $clk_io_pct] -clock clk0 [all_outputs]
$ cat /design/flow/design.v
module bridge_rtl(
    input hclk, hresetn, hselapb, hwrite,
    input [1:0] htrans,
    input [31:0] haddr,
    input [31:0] hwdata,
    input [31:0] prdata,
    output reg [31:0] paddr, pwdata,
    output reg psel, penable, pwrite,
    output reg hresp, hready,
    output reg [31:0] hrdata
);
parameter idle       = 3'b000;
parameter read       = 3'b001;
parameter wwait      = 3'b010;
parameter write      = 3'b011;
parameter write_p    = 3'b100;
parameter wenable_p  = 3'b101;  
parameter wenable    = 3'b110;
parameter renable    = 3'b111;
reg [31:0] haddr_temp, hwdata_temp;
reg [2:0] present_state, next_state;
reg valid;
reg hwrite_temp;
always @(posedge hclk or negedge hresetn) begin
    if (!hresetn)
        present_state <= idle;
    else
        present_state <= next_state;
end
always @(*) begin
    hresp = 0;
    if (hselapb && (htrans == 2'b10 || htrans == 2'b11))
        valid = 1;
    else
        valid = 0;
    case (present_state)
        idle: begin
            psel    = 0; penable = 0; hready = 1;
            if (!valid)
                next_state = idle;
            else if (valid && !hwrite)
                next_state = read;
            else
                next_state = wwait;
        end
        read: begin
            psel = 1; paddr = haddr; pwrite = 0; penable = 0; hready = 0;
            next_state = renable;
        end
        renable: begin
            penable = 1; hrdata = prdata; hready = 1;
            if (valid && !hwrite)
                next_state = read;
            else if (valid && hwrite)
                next_state = wwait;
            else
                next_state = idle;
        end
        wwait: begin
            penable = 0; haddr_temp = haddr; hwrite_temp = hwrite; hwdata_temp = hwdata;
            if (!valid)
                next_state = write;
            else
                next_state = write_p;
        end
        write: begin
            psel = 1; paddr = haddr_temp; pwdata = hwdata_temp;
            pwrite = 1; penable = 0; hready = 0;
            if (!valid)
                next_state = wenable;
            else
                next_state = wenable_p;
        end
        write_p: begin
            psel = 1; paddr = haddr_temp; pwdata = hwdata_temp;
            pwrite = 1; penable = 0; hready = 0;
            hwrite_temp = hwrite;
            next_state = wenable_p;
        end
        wenable: begin
            penable = 1; hready = 1;
            if (valid && !hwrite)
                next_state = read;
            else
                next_state = idle;
        end
        wenable_p: begin
            penable = 1; hready = 1;
            if (!valid && hwrite)
                next_state = write;
            else if (valid && hwrite)
                next_state = write_p;
            else
                next_state = read;
        end
    endcase
end
endmodule
==> GITHUB_STEP_SUMMARY <==
### Flow metrics

| Metric | Value |
|---|---|
| Final antenna-violating net count | 0 |
| Core Util at FP | 30.9% |
| CP peak stage delay | 450 ps |
| CP required | 2160 ps |
| PD cells | 122 nW/um^2 |
| Clock transition at path regs | 40 ps |
| Final setup violation count | 0 |
| Worst-Margin Slew | 849 ps |
| Max_cap viols | 0 |
| Min-Delay Path Class | register to register |
| Latency at later pin | 230 ps |
| Cycle use final | 75.2% |
| Syn. warnings | 1 |
| Drt pass-1 iters | 3 |
| Status | finished clean |
| Max IR drop VDD | 0.408 mV |
| Grt ovf | 0 |
| CTS tree | done |
| Die Height | 105 um |
| Tool warnings | 26 |
| Fraction of registers with async set/reset | 4.68% |
| Setup CP Type | register to output pin |
| Tot GR Track Use | 14.6% |
| Width of the die | 105 um |
| Chip area | 11000 sq um |
| Crit path time final | 2030 ps |
| Critical Path, Cell by Cell | or3_4 -> clkdlybuf4s50_1 |
| Detailed-route vias per instance | 4.10 |
| Longest Clk Path Bufs | 2 |
| Core ar. | 10300 sq um |
| Vias | 2351 |
| Register pins left without a clock | 163 |
| WL/cell | 13.9 um |
| Number of CTS-inserted buffers | 3 |
| Endpoints left unconstrained | 262 |
| CP top delay family | buffers and inverters |
| Fmax | 493 MHz |
| H-tree levels | 1 |
| Vias in the first global route | 2202 |
| Postcts setup bufs | 0 |
| Netlist Area Pre-Place | 3180 sq um |
| Yosys Instances | 232 |
| Clk_skew | 5.31 ps |
| Critical path fanouts, max | 5 |
| Std-Cell Rows | 37 |
| Register-to-Register Setup Slack | 1720 ps |
| Lkg Pwr | 2.48 nW |
| Post-Route Setup TNS | 0 ps |
| Post-DP HPWL | 6.29 mm |
| Post-synth EDFFs | 0 |
| Initial antenna violation count | 1 |
| Slowest-stage cell, CP | clkdlybuf4s50_1 |
| Fin. max-slew vios | 0 |
| Drt total wl | 7.94 mm |
| Distinct lib cells | 23 |
| Layout cell share with drive strength beyond 1 | 10.6% |
| Flops after synth | 171 |
| WP data arrival | 1490 ps |
| Largest net degree at the start of global routing | 40 |
| Worst setup SP type | register |
| Post-route DRC | 0 |
| Max-slew headroom | 43.3% |
| Post-Layout Inst Area | 5410 sq um |
| Root Buffer | clkbuf_8 |
| Worst path bufs/invs | 1 |
| I/O Buffers | 200 |
| # resized after CTS | 0 |
| Top Ports | 203 |
| Total Power | 661 uW |
| Most frequent cells in the layout | 200 x clkdlybuf4s50_1, 163 x dlxtn_1, 32 x mux2_2, 7 x dfrtp_1, 4 x buf_4 |
| Hold WS | 417 ps |
| Starting DRT DRC Count | 46 |
| Yosys Chip Area | 3180 sq um |
| DP Area | 5370 sq um |
| Hold Buf Count CTS | 0 |
| Gate Count Post-Synth | 232 |
| Post-Syn Area per Cell | 13.7 sq um |
| First-pass GRT wire length | 12.1 mm |
| Most numerous logic cell after layout | clkdlybuf4s50_1 |
| Critical Path End Type | output pin |
| Final-report hold violation count | 0 |
| Area grow syn2layout | 70.2% |
| Unrepaired setup endpoints after global routing | no |
| Placer Congestion | 0.822 |
| Dominant Register Cell | dlxtn_1 |
## routing by layer
metal | vias to the layer above | part of all wire (%) | GRT usage (%)
li1 | 1157 | - | -
met1 | 1082 | 42 | 20.4
met2 | 108 | 49 | 25.0
met3 | 4 | 8.1 | 3.49
met4 | 0 | 0.49 | 0.604
met5 | - | 0 | 0
## metrics by stage
stage                     utilization [%]  cells  setup slack (ps)
after floorplan                         -    232              1400
after global routing                 52.6    572               642
after CTS                            52.6    572               665
after global placement               52.2    568               928
after detailed placement             52.2    568               910
final                                52.7    573               670
## where the power goes
part / switching, mW / internal [mW] / leakage [nW] / total (mW)
Combinational: 0.0827 / 0.161 / 1.03 / 0.243
Clock: 0.0438 / 0.102 / 0.0228 / 0.146
Sequential: 0.00313 / 0.269 / 1.43 / 0.272
## synth_stat cells (all sizes together), types with 2 or more instances
cell type | count | area [sq um]
buf | 4 | 22.5
inv | 2 | 7.51
dfrtp | 7 | 175
a21oi | 3 | 15.0
nor2 | 3 | 13.8
nor4 | 2 | 12.5
dlxtn | 163 | 2450
nand2 | 2 | 7.51
mux2 | 32 | 360
or3 | 4 | 30.0
## logic make-up (layout without fill, tap and decap cells)
group / count (synthesis) / after routing / synth area share [%]
compound gates: 7 / 7 / 1.50
mux: 32 / 32 / 11.3
flops: 8 / 8 / 6.34
other cells: 1 / 2 / 0.118
buf+inv: 6 / 210 / 0.945
simple gates: 15 / 15 / 2.79
latches: 163 / 163 / 77.1
## registers in the layout, summed over array words and instances, names as in the netlist
| signal | flops |
|---|---|
| psel | 1 |
| pwrite | 1 |
| pwdata | 32 |
| hready | 1 |
| haddr_temp | 32 |
| hrdata | 32 |
| hwdata_temp | 32 |
| paddr | 32 |
| present_state | 8 |
## final cells by class
| cell class | count | area [sq um] |
|---|---|---|
| Fill cell | 884 | 4860 |
| Sequential cell | 171 | 2650 |
| Timing Repair Buffer | 204 | 2030 |
| Multi-Input combinational cell | 55 | 507 |
| Tap cell | 136 | 170 |
| Clock buffer | 4 | 45.0 |
| Inverter | 2 | 7.51 |
| Antenna cell | 1 | 2.50 |
## path summary, 6_finish.rpt
kind	from	end	cells after the start
worst max-delay path	present_state[3]	penable	2
worst min-delay path	present_state[4]	present_state[7]	0
worst max register to register	present_state[3]	present_state[4]	2
worst min register to register	present_state[4]	present_state[7]	0
max in group asynchronous	hresetn	present_state[0]	1
min in group asynchronous	hresetn	present_state[6]	1
No activity file was given, so power comes from the tool's default toggle rates.
